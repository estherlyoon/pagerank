`/design/flow/config.mk`:
```
export PLATFORM = sky130hd
export DESIGN_NAME = div_uu
export DESIGN_NICKNAME = div_uu
export VERILOG_FILES = /design/flow/design.v
export SDC_FILE = /design/flow/constraint.sdc
export NUM_CORES = 4
export LEC_CHECK = 1
export CORE_UTILIZATION = 30
```
`/design/flow/constraint.sdc`:
```
current_design div_uu

set clk_period 29.4
set clk_io_pct 0.2

create_clock -name clk0 -period $clk_period [get_ports {clk}]

set non_clock_inputs [all_inputs -no_clocks]
set_input_delay [expr $clk_period * $clk_io_pct] -clock clk0 $non_clock_inputs
set_output_delay [expr $clk_period * $clk_io_pct] -clock clk0 [all_outputs]
```
`/design/flow/design.v`:
```
module div_uu(clk, ena, iready, z, d, q, s, div0, ovf, oready);
	parameter z_width = 64;
	parameter d_width = z_width /2;
	input clk;                
	input ena;                
	input  [z_width -1:0] z;  
	input  [d_width -1:0] d;  
	output [d_width -1:0] q;  
	output [d_width -1:0] s;  
	input iready;
	output div0;
	output ovf;
	output oready;
	reg [d_width-1:0] q;
	reg [d_width-1:0] s;
	reg div0;
	reg ovf;
	reg oready;
	function [z_width:0] gen_s;
		input [z_width:0] si;
		input [z_width:0] di;
	begin
	  if(si[z_width])
	    gen_s = {si[z_width-1:0], 1'b0} + di;
	  else
	    gen_s = {si[z_width-1:0], 1'b0} - di;
	end
	endfunction
	function [d_width-1:0] gen_q;
		input [d_width-1:0] qi;
		input [z_width:0] si;
	begin
	  gen_q = {qi[d_width-2:0], ~si[z_width]};
	end
	endfunction
	function [d_width-1:0] assign_s;
		input [z_width:0] si;
		input [z_width:0] di;
		reg [z_width:0] tmp;
	begin
	  if(si[z_width])
	    tmp = si + di;
	  else
	    tmp = si;
	  assign_s = tmp[z_width-1:z_width-d_width];
	end
	endfunction
	reg [d_width-1:0] q_pipe  [d_width-1:0];
	reg [z_width:0] s_pipe  [d_width:0];
	reg [z_width:0] d_pipe  [d_width:0];
	reg [0:0] v_pipe [d_width:0];
    integer i8;
	initial begin
	    for (i8=0;i8<=d_width;i8=i8+1) begin
			v_pipe[i8] = 0;
		end
	end
	reg [d_width:0] div0_pipe, ovf_pipe;
	// synopsys translate_off
	initial
	begin
	  if(d_width !== z_width / 2)
	    $display("div.v parameter error (d_width != z_width/2).");
	end
	// synopsys translate_on
	integer v0, n0, n1, n2, n3;
	always @(posedge clk)
		if (ena)
			v_pipe[0] <= iready;
	always @(posedge clk)
		if (ena)
			for(v0=1; v0 < d_width; v0=v0+1)
				v_pipe[v0] <= v_pipe[v0-1];
	always @(d)
	  d_pipe[0] <= {1'b0, d, {(z_width-d_width){1'b0}} };
	always @(posedge clk)
	  if(ena)
	    for(n0=1; n0 <= d_width; n0=n0+1)
	       d_pipe[n0] <= d_pipe[n0-1];
	always @(z)
	  s_pipe[0] <= z;
	always @(posedge clk)
	  if(ena)
	    for(n1=1; n1 <= d_width; n1=n1+1)
	       s_pipe[n1] <= gen_s(s_pipe[n1-1], d_pipe[n1-1]);
	always @(posedge clk)
	  q_pipe[0] <= 0;
	always @(posedge clk)
	  if(ena)
	    for(n2=1; n2 < d_width; n2=n2+1)
	       q_pipe[n2] <= gen_q(q_pipe[n2-1], s_pipe[n2]);
	always @(z or d)
	begin
	  ovf_pipe[0]  <= !(z[z_width-1:d_width] < d);
	  div0_pipe[0] <= ~|d;
	end
	always @(posedge clk)
	  if(ena)
	    for(n3=1; n3 <= d_width; n3=n3+1)
	    begin
	        ovf_pipe[n3] <= ovf_pipe[n3-1];
	        div0_pipe[n3] <= div0_pipe[n3-1];
	    end
	always @(posedge clk)
	  if(ena)
	    ovf <= ovf_pipe[d_width];
	always @(posedge clk)
	  if(ena)
	    div0 <= div0_pipe[d_width];
	always @(posedge clk) begin
	  if(ena) begin
		oready <= v_pipe[d_width-1];
	    q <= gen_q(q_pipe[d_width-1], s_pipe[d_width]);
	  end
	end
	always @(posedge clk)
	  if(ena)
	    s <= assign_s(s_pipe[d_width], d_pipe[d_width]);
endmodule
```
`/design/flow/run.sh`:
```
#!/bin/bash
# OpenROAD 26Q1-2900-gdf79404cd8, Yosys 0.63+post, stock flow scripts
make -C /OpenROAD-flow-scripts/flow DESIGN_CONFIG=/design/flow/config.mk WORK_HOME=/design/flow/orfs finish
```
==> Slide: Implementation Results <==
Flow Results at a Glance

Route
  • DRT antenna net count: 0
  • Router iterations before antenna repair: 6
  • Routed WL per cell: 16.4 µm
  • Routed wl met3: 25.1 mm
  • DRT Wirelength: 365 mm
  • Met2 wire length: 164 mm
  • Post-DR vias/cell: 4.81
  • DRC viols: 0
  • Total number of vias: 107,000
  • Met1 Wirelength: 168 mm
  • Drt initial violations: 7,441
  • Highest routed layer: met5

CTS
  • # clock sinks: 3,235
  • CTS Buf Count: 372
  • CTS Hold Bufs: 0
  • Root buffer cell: clkbuf_16
  • Clock-pin slew on the worst setup and hold paths: 60 ps
  • H-tree depth: 5
  • Clock latency at the later pin of the worst-skew pair: 960 ps
  • Post-CTS sizing: 0
  • Clock buffer depth: 4
  • Post-CTS Setup Bufs: 0
  • CTS tree: built

Floorplan
  • Die ar.: 573,000 µm²
  • Die Wd: 757 µm
  • Fp util: 0.302
  • Core area: 566,000 µm²
  • Placement row count: 276
  • Die H: 757 µm
  • Ports: 166

STA
  • Slew margin rel.: 0.360
  • Pins over their slew limit: 0
  • Cycle use final: 0.418
  • Sum of negative setup slack: 0 ps
  • Final min period: 12,290 ps
  • Number of setup violations in the final report: 0
  • Final Skew: 38.6 ps
  • Worst Max-Slew Pin Slew: 947 ps
  • Unrepaired setup endpoints after global routing: false
  • Fmax: 81.3 MHz
  • Final hold vios: 0

Setup path
  • R2R depth: 16
  • Critical Path Sink Type: register
  • CP max stage delay: 740 ps
  • CP Cell Sequence: buf_16, buf_4, buf_4, buf_4, buf_4, buf_4, buf_4, buf_4, buf_4, buf_4, buf_4
  • WP data arrival: 12,860 ps
  • Worst Path Buf+Inv: 11
  • Critical path launch point type: primary input
  • CP required: 29,970 ps
  • Levels on crit path: 11
  • RR Startpoint: d_pipe[16][32]
  • Worst Path Max Fanout: 75
  • Crit path top cell by count: buf_4
  • Critical path's top delay family: buffers and inverters
  • Worst R2R End: s_pipe[17][64]
  • Slowest-stage cell, CP: buf_4
  • Reg-to-reg setup timing slack: 23,840 ps
  • WS Path Type: in -> reg

Power
  • Switching power: 10.0 mW
  • Switching share of power: 0.389
  • Lkg Pwr: 73.5 nW
  • PwrDens: 132 nW/µm²
  • Pint: 15.7 mW
  • Comb pwr share: 0.520
  • VDD IR-drop max: 0.0688 mV
  • Clk pwr share: 0.184
  • Sequential share of power: 0.295

Synthesis
  • FFs w/ async S/R, synth: 0
  • Post-synth EDFFs: 3,235
  • Cell area after synthesis: 171,000 µm²
  • #FFs+latches synth: 3,235
  • Syn_area_per_cell: 12.2 µm²
  • Sequential share of the synthesized area: 0.568
  • Ys cells: 14,100
  • Yosys stat chip area: 171,000 µm²
  • Main synth FF type: edfxtp_1
  • Cells after Synth: 14,100
  • Synth cell types: 86
  • Synth Warn #: 6

Flow run
  • OpenROAD warning count: 59
  • Max cap viols: 0

GRT
  • Gr ovfl total: 0
  • Number of global-route vias before repair: 103,000
  • GRT Overall Usage: 0.131
  • Initial antenna violation count: 8
  • First-pass GRT wire length: 578 mm
  • Largest net degree at the start of global routing: 130

Finish
  • Layout area overhead: 13.8%
  • Post-route insts no fill: 22,300
  • Fraction of layout instances using a drive strength above 1: 0.0554
  • Fillers: 54,500

Place
  • Post-DP HPWL: 269 mm
  • Port Buffer Count: 165
  • Routability cong.: 0.918
  • Dpl cells: 21,600

Run status
  • Outcome: complete, no violations

Worst hold path
  • Hold Path End: q_pipe[23][22]
  • WHS Path Cells: 0
  • HP Class: reg -> reg
  • Hold_sp: q_pipe[22][21]
-- sequential cells by signal (all words and copies together) (netlist names) --
register	flops
d_pipe	1024
div0_pipe	32
q	32
ovf	1
s	32
div0	1
q_pipe	496
s_pipe	1552
ovf_pipe	32
v_pipe	32
oready	1
-- layout by cell type (no fill, tap or decap), drive strengths merged, types with 139 or more instances in the layout --
cell type and n:
a31oi 193, nor2 1152, inv 553, xor2 1013
nand3 227, xnor2 897, ha 1148, a21o 643
nor4 139, clkbuf 435, a21oi 1422, clkinv 143
nand2b 155, nand2 565, o21ai 529, edfxtp 3235
nor3 348, clkdlybuf4s50 164, nor2b 151
-- cell families after synthesis --
| kind of cell | Yosys count | synth area share |
|---|---|---|
| DFF | 3235 | 0.568 |
| xor gates and xnor gates | 1910 | 0.0979 |
| muxes | 69 | 0.00447 |
| AOI/OAI and AO/OA | 3558 | 0.129 |
| adders and majority gates | 1181 | 0.0879 |
| and+or+nand+nor | 3354 | 0.0955 |
| buffers and inverters | 755 | 0.0166 |
-- Yosys cell counts (all sizes together) (227+ instances only) --
cell,instances,share of area
inv,525,0.012
a21oi,1422,0.042
edfxtp,3235,0.57
o21ai,529,0.016
xor2,1013,0.052
ha,1148,0.084
nor3,348,0.010
nor2,1152,0.025
nand3,227,0.0066
xnor2,897,0.046
a21o,643,0.028
nand2,565,0.012
-- layout make-up --
class | instances | area [µm²] | share of cell area
inverter | 525 | 1970 | 0.0101
tap | 7506 | 9390 | 0.0483
sequential | 3235 | 97100 | 0.499
multi-input combinational | 10100 | 71000 | 0.365
clock buffer | 435 | 9670 | 0.0497
antenna | 1 | 2.50 | 0.0000129
clock inverter | 246 | 2850 | 0.0146
timing repair buffer | 277 | 2520 | 0.0130
-- power by group through the flow --
stage     combinational [mW]  clock [mW]  sequential, mW
5_1_grt                 15.0        5.07            7.69
6_report                13.4        4.73            7.58
4_1_cts                 13.3        4.91            7.62
-- worst max-delay path by stage --
stage / startpoint / to
4_1_cts: ena / q_pipe[29][24]
5_1_grt: ena / div0_pipe[24]
6_report: ena / div0_pipe[27]
-- routing by layer --
layer,vias to the layer above,track usage
met1,50700,0.200
li1,53700,-
met4,8,0.0256
met3,512,0.0353
met2,2408,0.199
met5,-,0.00185
-- metrics by stage --
stage | hold slack (ps) | cell area, µm² | util | setup WS [ps] | power [mW]
floorplan | 400 | 171000 | - | 20900 | 17.9
global placement | 400 | 182000 | 0.321 | 16140 | 20.9
detailed placement | 405 | 182000 | 0.321 | 16000 | 20.9
CTS | 392 | 195000 | 0.343 | 17070 | 25.9
global route | 404 | 195000 | 0.343 | 16510 | 27.8
finish | 395 | 195000 | 0.343 | 17110 | 25.7
No activity file was given, so power comes from the tool's default toggle rates.
