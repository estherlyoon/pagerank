$ cat run.sh
#!/bin/bash
# OpenROAD 26Q1-2900-gdf79404cd8, Yosys 0.63+post, stock flow scripts
make -C /OpenROAD-flow-scripts/flow DESIGN_CONFIG=/design/flow/config.mk WORK_HOME=/design/flow/orfs finish
$ cat config.mk
export PLATFORM = sky130hd
export DESIGN_NAME = HullFIFO
export DESIGN_NICKNAME = HullFIFO
export VERILOG_FILES = /design/flow/design.v
export SDC_FILE = /design/flow/constraint.sdc
export NUM_CORES = 4
export LEC_CHECK = 1
export CORE_UTILIZATION = 40
$ cat constraint.sdc
current_design HullFIFO

set clk_period 12.6
set clk_io_pct 0.2

create_clock -name clk0 -period $clk_period [get_ports {clock}]

set non_clock_inputs [all_inputs -no_clocks]
set_input_delay [expr $clk_period * $clk_io_pct] -clock clk0 $non_clock_inputs
set_output_delay [expr $clk_period * $clk_io_pct] -clock clk0 [all_outputs]
$ cat design.v
module HullFIFO #(
	parameter TYPE = 0,
	parameter WIDTH = 64,
	parameter LOG_DEPTH = 1
) (
	input clock,
	input reset_n,
	input wrreq,
	input [WIDTH-1:0] data,
	output full,
	input rdreq,
	output [WIDTH-1:0] q,
	output empty
);
wire clk = clock;
wire rst = ~reset_n;
wire [WIDTH-1:0] din = data;
wire [WIDTH-1:0] dout;
assign q = dout;
reg [WIDTH-1:0] mem [(1<<LOG_DEPTH)-1:0];
reg [LOG_DEPTH-1:0] wr_ptr = 0;
reg [LOG_DEPTH-1:0] rd_ptr = 0;
reg [LOG_DEPTH:0] size = 0;
wire full_ = size[LOG_DEPTH];
wire empty_ = size == 0;
assign full = full_;
assign empty = empty_;
assign dout = mem[rd_ptr];
always @(posedge clk) begin
	if (rst) begin
		wr_ptr <= 0;
		rd_ptr <= 0;
		size <= 0;
	end else begin
		if (rdreq && !empty_ && wrreq && !full_) begin
		end else if (rdreq && !empty_) begin
			size <= size - 1;
		end else if (wrreq && !full_) begin
			size <= size + 1;
		end
		if (rdreq && !empty_) begin
			rd_ptr <= rd_ptr + 1;
		end
		if (wrreq && !full_) begin
			mem[wr_ptr] <= din;
			wr_ptr <= wr_ptr + 1;
		end
	end
end
endmodule
==> impl_metrics.env <==
# physical design summary
export IMPL_grt_antenna_before_repair=0
export IMPL_grt_pass1_wl_mm=12.8
export IMPL_remaining_drc_errors=0
export IMPL_first_iter_violations=53
export IMPL_mostFrequentLayoutCells="clkdlybuf4s50_1 (133), edfxtp_1 (128), mux2_4 (50), clkbuf_16 (17), mux2_2 (14)"
export IMPL_cts_htree_levels=4
export IMPL_gp_routability_congestion=0.755
export IMPL_worst_endpoint_arrival_ps=2620
export IMPL_worstPathCellList="buf_4 -> mux2_2 -> clkdlybuf4s50_1"
export IMPL_detail_route_first_pass_iterations=4
export IMPL_layout_cells_most_common="clkdlybuf4s50_1"
export IMPL_achievable_frequency_mhz=195
export IMPL_synthesis_yosys_warnings=1
export IMPL_postCtsResizedCells=0
export IMPL_report_power_total_mw=1.15
export IMPL_cts_root_buffer_cell="clkbuf_16"
export IMPL_core_region_area_sq_mm=0.0121
export IMPL_post_synth_regs=132
export IMPL_yosys_cells=222
export IMPL_syn_mean_instance_area_sq_um=22.6
export IMPL_final_min_clock_period_ps=5140
export IMPL_synth_seq_area_share_pct=78.1
export IMPL_hold_start="size[0]$_SDFFE_PN0P_"
export IMPL_route_vias_total=2507
export IMPL_hold_viol=0
export IMPL_syn2layout_area_growth_pct=43.1
export IMPL_fin_skew_ps=6.50
export IMPL_synth_area_top_cells="edfxtp_1 (76%), mux2_4 (15%), mux2_2 (3.1%)"
export IMPL_antenna_left=0
export IMPL_hpwlAfterDp_mm=5.25
export IMPL_clk_transition_reported_paths_ps=60
export IMPL_cts_buffers=17
export IMPL_result_of_the_run="finished, final reports clean"
export IMPL_grt_pass1_vias=2478
export IMPL_worstMarginPinSlew_ps=822
export IMPL_cpMaxStageDelayCell="dfxtp_4"
export IMPL_cts_tree="yes"
export IMPL_cts_hold_buffers=0
export IMPL_largest_stage_delay_on_the_critical_path_ps=680
export IMPL_overflow_left_after_global_routing=0
export IMPL_mappedNetlistArea_sq_mm=0.00502
export IMPL_portBuffers=133
export IMPL_cap_viol_max_count=0
export IMPL_netlist_top_cell_by_area="edfxtp_1"
export IMPL_synthDistinctLibCells=22
export IMPL_finish_utilization_pct=59.4
export IMPL_yosys_stat_area_sq_mm=0.00502
export IMPL_clock_sinks=132
export IMPL_insertion_delay_at_the_late_pin_of_the_worst_skew_pair_ps=400
export IMPL_normalized_max_slew_margin_pct=45.1
export IMPL_postCtsSetupBuffers=0
export IMPL_finalSetupViolCount=0
export IMPL_setup_tns_ps=0
export IMPL_timing_hold_worst_class="register to register"
export IMPL_top_area_share_pct=76.5
export IMPL_grt_total_usage_pct=14.5
export IMPL_rsz0062_at_grt="no"
export IMPL_worst_endpoint_required_ps=10080
export IMPL_cts_root_to_sink_buffers=2
export IMPL_pwr_density_cell_mw_per_mm2=160
export IMPL_wl_mm=8.28
export IMPL_antenna_diode_count=0
export IMPL_slew_violations=0
export IMPL_synthesis_instances=222
export IMPL_wl_per_cell_microns=15.0
export IMPL_core_util_floorplan_pct=41.5
export IMPL_worst_setup_path_type="register to output pin"
export IMPL_layout_drive_gt1_share_pct=26.6
export IMPL_die_w_microns=114
export IMPL_endpoint_kind="output pin"
export IMPL_post_route_period_util_pct=40.8
export IMPL_grt_max_degree=38
export IMPL_vias_per_cell=4.55
export IMPL_timing_critical_path_fanout_max=37
export IMPL_die_h_microns=114
export IMPL_warning_count=25
export IMPL_ioPinCount=134
export IMPL_nature_of_the_critical_path_startpoint="register"
export IMPL_cp_startpoint="rd_ptr$_SDFFE_PN0P_"
export IMPL_chipArea_sq_mm=0.0130
export IMPL_placementRows=40
export IMPL_critical_path_reg2reg_startpoint="size[1]$_SDFFE_PN0P_"
export IMPL_power_leakage_nw=2.52
export IMPL_power_ir_vdd_worst_v=0.0000958
==> synthesized netlist by cell type, drive strengths merged <==
library cell	count
edfxtp	128
mux2	64
buf	7
dfxtp	4
and2	2
nor2	2
nor2b	2
o21ai	2
xor2	2
a21boi	1
a221oi	1
and3	1
inv	1
nand2	1
nand2b	1
nand3	1
nor3b	1
xnor2	1
==> kinds of logic after synthesis <==
kind of cell | after synthesis | synth area share [%]
mux | 64 | 18.1
flops | 132 | 78.1
xor+xnor | 3 | 0.523
simple gates | 11 | 1.27
buf+inv | 8 | 1.52
compound gates | 4 | 0.523
==> per-layer routing <==
layer  GRT usage (%)  up-vias  routed length, microns
met5               0        -                       0
met4            2.25        0                     136
met3            6.85       11                     792
met2            21.3      105                    3950
met1            22.4     1207                    3400
li1                -     1184                       -
==> per-stage QoR <==
stage / cell area [sq um] / hold WS (ps) / instances / worst slack, ps
final: 7190 / 569 / 551 / 7460
after global routing: 7190 / 606 / 551 / 7290
after CTS: 7190 / 572 / 551 / 7390
after detailed placement: 6530 / 559 / 519 / 7580
after global placement: 6530 / 546 / 519 / 7590
after floorplan: 5020 / 505 / 222 / 6660
==> power breakdown <==
part           internal (mW)  switching (mW)  total [mW]
combinational         0.0725          0.0288       0.101
sequential             0.502         0.00817       0.510
clock                  0.369           0.168       0.536
total                  0.943           0.204        1.15
==> path summary, 6_finish.rpt <==
path	end	cells after the start	slack [ps]
worst max register to register	mem[0][7]$_DFFE_PP_	4	10310
worst min register to register	size[1]$_SDFFE_PN0P_	2	570
worst max-delay path	q[44]	3	7460
worst min-delay path	size[1]$_SDFFE_PN0P_	2	570
==> final cells by class <==
type | instances | area (sq um)
Fill cell | 937 | 4920
Sequential cell | 132 | 3930
Timing Repair Buffer | 136 | 1350
Multi-Input combinational cell | 82 | 1030
Clock buffer | 17 | 425
Clock inverter | 15 | 236
Tap cell | 168 | 210
Inverter | 1 | 3.75
==> critical path, delay by kind of cell (launching register included) <==
| family | cells | cell delay (ps) |
|---|---|---|
| multiplexers | 1 | 410 |
| flip-flops | 1 | 680 |
| buffers and inverters | 2 | 1110 |
==> state kept, by name (all words and copies together) (netlist names) <==
name	count
mem	128
size	2
rd_ptr	1
wr_ptr	1
No activity file was given, so power comes from the tool's default toggle rates.
